$ cat ./config.mk
export PLATFORM = sky130hd
export DESIGN_NAME = get_radian
export DESIGN_NICKNAME = get_radian
export VERILOG_FILES = /design/flow/design.v
export SDC_FILE = /design/flow/constraint.sdc
export NUM_CORES = 4
export LEC_CHECK = 1
export CORE_AREA = 10 10 70 70
export DIE_AREA = 0 0 80 80
$ cat ./constraint.sdc
current_design get_radian

set clk_period 1.2
set clk_io_pct 0.2

create_clock -name clk0 -period $clk_period

set non_clock_inputs [all_inputs -no_clocks]
set_input_delay [expr $clk_period * $clk_io_pct] -clock clk0 $non_clock_inputs
set_output_delay [expr $clk_period * $clk_io_pct] -clock clk0 [all_outputs]
$ cat ./run.sh
#!/bin/bash
# OpenROAD 26Q1-2900-gdf79404cd8, Yosys 0.63+post, stock flow scripts
make -C /OpenROAD-flow-scripts/flow DESIGN_CONFIG=/design/flow/config.mk WORK_HOME=/design/flow/orfs finish
$ cat ./design.v
module get_radian (
  input [4:0] address,
  output reg [15:0] data
);
    always @(*) begin
        case (address)
            4'd0:  data = 16'b1100100100001111;
            4'd1:  data = 16'b0111011010110001;
            4'd2:  data = 16'b0011111010110110;
            4'd3:  data = 16'b0001111111010101;
            4'd4:  data = 16'b0000111111111010;
            4'd5:  data = 16'b0000011111111111;
            4'd6:  data = 16'b0000001111111111;
            4'd7:  data = 16'b0000000111111111;
            4'd8:  data = 16'b0000000011111111;
            4'd9:  data = 16'b0000000001111111;
            4'd10: data = 16'b0000000000111111;
            4'd11: data = 16'b0000000000011111;
            4'd12: data = 16'b0000000000001111;
            4'd13: data = 16'b0000000000000111;
            4'd14: data = 16'b0000000000000011;
            4'd15: data = 16'b0000000000000001;
            default: data = 0;
        endcase
    end
endmodule
==> run summary <==
critical path fanouts, max = 4
Flop area = 0 um^2
Top Metal Used = met4
Top-area cell share = 16.3%
clkbuf count = 0
MaxCap Viol Count = 0
GRT overflow = 0
top cells by area = ha_1 16%, nor2_1 13%, buf_6 7.3%
# hold bufs at CTS = 0
run status = finished with violations
CP max stage delay = 0.17 ns
Comb area = 417 um^2
failing checks = negative setup slack
Final Max-Slew Violation Tally = 0
vias = 534
die area = 0.00640 mm^2
first-pass GRT wire length = 2720 um
First DRT Iteration DRCs = 14
Critical Path Start Type = input port
Metal-1 WL = 722 um
f_max = 735 MHz
final worst path period share = 113%
final wirelength = 1810 um
DR vias/cell = 3.90
peak supply drop = 0.0000692 V
Core ar. = 0.00342 mm^2
# DRC = 0
most frequent cell after synthesis = nor2_1
RSZ-0062 raised after global routing = yes
Setup violations, final = 14
layout cell share with drive strength beyond 1 = 81.3%
Critical path buffers and inverters = 4
routed length per instance = 13.2 um
final number of hold-violating endpoints = 0
Worst Hold Class = in -> out
Mapped Area = 307 um^2
DR WL met2 = 898 um
Pre-Place Util = 8.97%
Cell variety after synth = 23
die width = 80 um
post-route cell area = 926 um^2
worst path required time = 0.96 ns
final setup TNS = -1.28 ns
I/O pin count = 21
leakage = 0.425 nW
metal3 WL = 163 um
CP max stage cell = and2_4
Syn Area/Cell = 6.81 um^2
num sequential = 0
Final WS setup = -0.161 ns
crit end category = output pin
Detail Route Antenna Nets = 0
PortBufs = 21
top cell family by delay on the critical path = buffers and inverters
Log Warnings = 37
Yosys Instances = 45
number of global-route vias before repair = 514
Final min period = 1.36 ns
Die H = 80 um
sequential fraction of the synthesis area = 0%
Critical Path, Cell by Cell = buf_8 -> inv_6 -> ha_4 -> buf_4 -> nand2b_4 -> and2_4 -> nor3_4 -> buf_2
Yosys Chip Area = 307 um^2
initial antenna violation count = 0
synth cell count leaders = 11 x nor2_1, 4 x ha_1, 3 x a21oi_1, 3 x inv_1, 3 x nor4_1
fill count = 345
Max-slew headroom = 86.7%
RePlAce Congestion = 0.781
Power Density = 342 mW/mm^2
DP HPWL = 962 um
Slew @ Worst Pin = 0.199 ns
Setup CP Type = in -> out
row cnt = 21
router iterations before antenna repair = 4
largest net degree at the start of global routing = 8
CP Data Arrival Time = 1.12 ns
largest area contributor in the netlist = ha_1
area delta synth->final = 202%
placed cell area = 653 um^2
Synth warnings = 1
number of antenna diodes = 0
GRT Util Overall = 5.13%
Synth Instances = 45
## per-layer routing
layer  vias up  GRT usage (%)
met1       260           6.20
li1        253              -
met4         0              0
met2        19           9.23
met3         2           1.48
met5         -              0
## cell usage in the layout, fill, tap and decap left out, types with 2 or more instances in the layout
cell type and count:
buf_4 12, o22a_1 2, nor4_4 3, and3_1 2, ha_4 3, inv_4 2
buf_8 5, a21oi_2 2, buf_6 16, buf_2 17, nor2_4 3, nor2_1 7
## worst paths after layout
path                    from       to  slack [ns]  cells after the start
setup / recovery  address[0]  data[7]       -0.16                      8
hold / removal    address[2]  data[4]        0.82                      4
## final cells by class
class	instances	area share [%]
inverter	3	2.30
multi-input combinational	38	45.0
timing repair buffer	50	46.5
tap	46	6.22
## metrics by stage
stage	hold WS [ns]	instances	util (%)	power [mW]	setup slack, ns
after floorplan	0.497	45	-	0.0821	0.0141
after global placement	1.53	121	19.1	0.205	-1.03
after detailed placement	1.53	121	19.1	0.204	-1.02
after CTS	0.731	135	25.0	0.276	-0.181
after global routing	0.830	137	27.1	0.341	-0.212
final	0.818	137	27.1	0.317	-0.161
## tightest hold or removal path, stage by stage
cell      delay [ns]
buf_8           0.08
buf_4           0.10
a211oi_2        0.05
buf_2           0.11
## timing repair
item,in CTS,in global routing
setup endpoints to repair,16,16
setup buffers,14,3
gates resized,120,13
pin swaps,20,17
## power by group
part | switching (mW) | internal [mW] | leakage [nW] | total [mW]
sequential | 0 | 0 | 0 | 0
clock | 0 | 0 | 0 | 0
combinational | 0.133 | 0.183 | 0.425 | 0.317
total | 0.133 | 0.183 | 0.425 | 0.317
## cells by family (layout without fill, tap and decap cells)
family                   Yosys count  after routing  share of synthesized area, %
AND-OR/OR-AND                     10             10                          24.9
XOR/XNOR                           1              1                          2.86
adder cells (fa/ha/maj)            4              4                          16.3
buffers and inverters              7             53                          13.9
multiplexers                       2              2                          6.94
AND/OR/NAND/NOR                   21             21                          35.1
Power and IR drop assume default switching activity.
